`/design/flow/config.mk`:
```
export PLATFORM = sky130hd
export DESIGN_NAME = pc
export DESIGN_NICKNAME = pc
export VERILOG_FILES = /design/flow/design.v
export SDC_FILE = /design/flow/constraint.sdc
export NUM_CORES = 4
export LEC_CHECK = 1
export CORE_AREA = 10 10 84 84
export DIE_AREA = 0 0 94 94
```
`/design/flow/constraint.sdc`:
```
current_design pc

set clk_period 2.6
set clk_io_pct 0.2

create_clock -name clk0 -period $clk_period [get_ports {clk}]

set non_clock_inputs [all_inputs -no_clocks]
set_input_delay [expr $clk_period * $clk_io_pct] -clock clk0 $non_clock_inputs
set_output_delay [expr $clk_period * $clk_io_pct] -clock clk0 [all_outputs]
```
`/design/flow/design.v`:
```
module pc(
    input wire clk,          
    input wire reset,       
    input wire load,        
    input wire increment,    
    input wire [15:0] data_in, 
    output reg [15:0] pc     
);
    always @(posedge clk or posedge reset) begin
        if (reset) begin
            pc <= 16'b0; 
        end
        else if (load) begin
            pc <= data_in; 
        end
        else if (increment) begin
            pc <= pc + 1; 
        end
    end
endmodule
```
`/design/flow/run.sh`:
```
#!/bin/bash
# OpenROAD 26Q1-2900-gdf79404cd8, Yosys 0.63+post, stock flow scripts
make -C /OpenROAD-flow-scripts/flow DESIGN_CONFIG=/design/flow/config.mk WORK_HOME=/design/flow/orfs finish
```
==> summary.txt <==
outcome: complete, no violations
cell type with the largest total area: dfrtp_1
area grow syn2layout: 52.1%
top cells by area: dfrtp_1, nand2_1, xnor2_1
Synth Cell Area: 917 µm²
global route overflow: 0
flop-to-flop setup slack: 1.03 ns
hold crit path type: reg2reg
Critical Path RT: 2.73 ns
Max VDD drop: 0.173 mV
CP Capture Type: flip-flop
Detail Route Antenna Nets: 0
CTS clk-pin slew, worst paths: 0.06 ns
clock latency on the worst-skew pair: 0.24 ns
Iter 0 DRT Violations: 32
die width: 94 µm
fin. max-slew vios: 0
Gate Count Post-Synth: 101
final hold vios: 0
PwrDens: 461 nW/µm²
Final Util: 26.8%
Routability Congestion: 0.783
max reg flops: 16
all-layer global routing usage: 5.91%
Pleak: 0.509 nW
Yosys warnings: 1
EDFF count, synth: 0
share of cells above drive strength 1: 7.30%
Synth Seq Share: 43.7%
drt pass-1 iters: 4
first-pass GRT wire length: 4260 µm
Power Total: 0.643 mW
CTS tree: built
Tmin final: 1.90 ns
vias in the first global route: 825
worst endpoint data arrival time: 2.02 ns
num ports: 36
critical path class: in2reg
vias: 792
initial antenna violation count: 0
skew final: 0.000807 ns
port bufs: 35
drt total wl: 2520 µm
final std cells w/o fill: 207
Setup Buffers After CTS: 0
Core Area: 5200 µm²
dominant register cell: dfrtp_1
Yosys top cell by instances: nand2_1
RR Endpoint: pc[13]
initial core utilization: 17.6%
relative slew slack: 60.2%
Die Y: 94 µm
clock buffer count from CTS: 3
Worst Hold End: pc[14]
clock buffer depth: 2
chip area in the Yosys report: 917 µm²
hold path startpoint: pc[14]
reg2reg start: pc[2]
post_cts resized: 0
WL/cell: 12.2 µm
placed instance count: 204
CTS Sinks: 16
Fmax achieved: 0.527 GHz
H-tree levels: 1
largest net degree at the start of global routing: 17
total die area: 8840 µm²
post-synth cell types: 21
cts hold-fix bufs: 0
top flop regs: pc x16
yosys cell count: 101
DPL Wire Length: 2060 µm
final period utilization: 72.9%
fill count: 565
number of logged tool warnings: 25
CTS root buf: clkbuf_8
MaxCap Viol Count: 0
Setup Viol. Count Final: 0
reg2reg path depth: 4
most flop-heavy register: pc
Critical Path Start Type: primary input
Syn Area/Cell: 9.08 µm²
Post-synth ARST share: 100%
RSZ-0062 raised after global routing: false
Ant. Diodes: 0
CP max FO: 7
Residual DRC: 0
Hold Path Depth: 2
setup TNS: 0 ns
DR vias/cell: 3.83
Rows: 26
worst-margin pin slew: 0.596 ns
Yosys reg bits: 16
Synth top cells by count: nand2_1, dfrtp_1, o21ai_0
Max-area cell share: 43.7%
==> layout make-up <==
type,count,area [µm²],area share [%]
multi-input cells,77,485,34.8
flip-flops and latches,16,400,28.7
clock buffers,3,41.3,2.96
well taps,70,87.6,6.28
inverters,4,15.0,1.08
repair buffers,37,365,26.2
==> per-layer routing <==
metal | vias up | track usage (%) | share of wire [%]
li1 | 422 | - | -
met4 | 0 | 1.14 | 1.2
met1 | 350 | 8.49 | 48
met2 | 18 | 8.64 | 44
met5 | - | 0 | 0
met3 | 2 | 1.70 | 6.0
==> worst max-delay path by stage <==
stage,from,to,slack (ns),cells after the start
4_1_cts,increment,pc[13],0.71,5
5_1_grt,increment,pc[15],0.55,5
6_report,increment,pc[13],0.70,5
==> placed cells by master, fill, tap and decap left out <==
master | netlist | layout
and3_1 | 1 | 1
buf_4 | 0 | 2
clkbuf_8 | 0 | 3
clkdlybuf4s50_1 | 0 | 35
dfrtp_1 | 16 | 16
ha_1 | 1 | 1
inv_1 | 4 | 4
mux2_2 | 1 | 1
mux2i_1 | 3 | 3
nand2_1 | 20 | 20
nand3_1 | 5 | 5
nand4_1 | 4 | 4
nand4_4 | 1 | 1
nor2_1 | 2 | 2
nor2b_1 | 2 | 2
nor3_1 | 4 | 4
nor4_1 | 2 | 2
nor4_2 | 3 | 3
o21ai_0 | 13 | 13
o21ai_1 | 2 | 2
xnor2_1 | 8 | 8
xor2_1 | 5 | 5
==> per-stage QoR <==
step	hold WS, ns	cell area, µm²	setup WS (ns)
3_3_place_gp	0.594	1350	0.485
6_report	0.612	1400	0.704
3_5_place_dp	0.603	1350	0.461
5_1_grt	0.658	1400	0.555
2_1_floorplan	0.434	917	1.07
4_1_cts	0.616	1400	0.708
==> logic make-up (layout without fill, tap and decap cells) <==
family / after synthesis / count (layout) / share of synthesized area [%]
buf+inv: 8 / 44 / 3.41
compound gates: 15 / 15 / 8.19
xor+xnor: 13 / 13 / 12.4
mux: 4 / 4 / 4.50
flops: 16 / 16 / 43.7
fa+ha+maj: 1 / 1 / 1.36
simple gates: 44 / 44 / 26.5
==> power by group <==
| part | total [mW] | switching [mW] | leakage, nW | internal, mW |
|---|---|---|---|---|
| Combinational | 0.149 | 0.0496 | 0.296 | 0.0996 |
| Clock | 0.180 | 0.0771 | 0.0216 | 0.102 |
| Sequential | 0.314 | 0.0388 | 0.191 | 0.275 |
| Total | 0.643 | 0.166 | 0.509 | 0.477 |
==> worst max-delay path: stages <==
cell and delay [ns]:
clkdlybuf4s50_1 0.61, nand3_1 0.20, nor3_1 0.37, mux2i_1 0.24
nand3_1 0.08
Power figures rest on the tool's default switching activity, not on a simulated workload.
