==> ./run.sh <==
#!/bin/bash
# OpenROAD 26Q1-2900-gdf79404cd8, Yosys 0.63+post, stock flow scripts
make -C /OpenROAD-flow-scripts/flow DESIGN_CONFIG=/design/flow/config.mk WORK_HOME=/design/flow/orfs finish
==> ./config.mk <==
export PLATFORM = sky130hd
export DESIGN_NAME = ram8
export DESIGN_NICKNAME = ram8
export VERILOG_FILES = /design/flow/design.v
export SDC_FILE = /design/flow/constraint.sdc
export NUM_CORES = 4
export LEC_CHECK = 1
export CORE_UTILIZATION = 50
==> ./constraint.sdc <==
current_design ram8

set clk_period 1.8
set clk_io_pct 0.2

create_clock -name clk0 -period $clk_period [get_ports {clk}]

set non_clock_inputs [all_inputs -no_clocks]
set_input_delay [expr $clk_period * $clk_io_pct] -clock clk0 $non_clock_inputs
set_output_delay [expr $clk_period * $clk_io_pct] -clock clk0 [all_outputs]
==> ./design.v <==
module ram8 (
    input [2:0] addr,         
    input [15:0] data_in,     
    input we,                 
    input clk,              
    input reset,              
    output reg [15:0] data_out 
);
    reg [15:0] memory [0:7]; 
    always @(posedge clk or posedge reset) begin
        if (reset) begin
            memory[0] <= 16'b0;
            memory[1] <= 16'b0;
            memory[2] <= 16'b0;
            memory[3] <= 16'b0;
            memory[4] <= 16'b0;
            memory[5] <= 16'b0;
            memory[6] <= 16'b0;
            memory[7] <= 16'b0;
            data_out <= 16'b0; 
        end else begin
            if (we) begin
                memory[addr] <= data_in;
            end
            data_out <= memory[addr];
        end
    end
endmodule
==> flow_summary.json <==
{
  "path_clk_slew_ns": 0.05,
  "grt_pass1_vias": 4070,
  "hold_viol": 0,
  "timing.final.crit_share": 0.982,
  "cp_top_family": "AND-OR/OR-AND gates",
  "worstMarginPinSlew_ns": 0.629,
  "power.static_leakage_nw": 3.54,
  "relSlewSlack": 0.581,
  "ff_type": "dfrtp_1",
  "nFillCells": 965,
  "yosys_area_mm2": 0.00650,
  "syn_avg_cell_area_um2": 14.5,
  "cp.buffers_inverters": 2,
  "end_kind": "register",
  "startpoint_type": "primary input",
  "powerDensity_mw_per_mm2": 1180,
  "pin_count": 38,
  "initCoreUtil": 0.513,
  "fp.coreArea_mm2": 0.0127,
  "finalInstanceArea_mm2": 0.00791,
  "cts_root_buffer": "clkbuf_16",
  "yosysWarnings": 2,
  "fp.dieArea_mm2": 0.0135,
  "clk_latency_ns": 0.41,
  "grt_max_degree": 74,
  "warnings": 26,
  "async_flop_share": 1.00,
  "diodes": 0,
  "required_ns": 2.09,
  "cts_tree": "built",
  "cp_slowest_stage_delay_ns": 0.46,
  "synth_seq_share": 0.554,
  "overflow": 0,
  "hp-class": "in2async",
  "ys_top_cells_by_area": "dfrtp_1 (55%), mux2_2 (17%), mux2_4 (6.7%), mux2i_1 (4.2%), o32a_1 (2.0%)",
  "drt-pass1-iter-count": 7,
  "cts_made_buffers": 17,
  "status": "finished clean",
  "synth-edff-count": 0,
  "grtUsageTotal": 0.238,
  "synth_largest_type_area_fraction": 0.554,
  "cap_violations": 0,
  "critPathKind": "in2reg",
  "grt_first_pass_wirelength_mm": 22.7,
  "chipHeight_um": 116,
  "drive_above_1_share": 0.394,
  "area.growth.synth_to_final_pct": 21.7,
  "rsz0062_at_grt": "no",
  "place_area_mm2": 0.00732,
  "die_w_um": 116,
  "fin_skew_ns": 0.00450,
  "setup_viol": 0,
  "finalWirelength_mm": 14.1,
  "ys_types": 34,
  "critPathMaxFanout": 11,
  "drv_slew": 0,
  "dr_total_vias": 3890,
  "synth_stat.cells": 449,
  "vdd_ir_drop_max_uv": 908,
  "antenna_found_initial": 0,
  "tns_ns": 0,
  "stdcell_count": 702,
  "syn_inst": 449,
  "wl_per_cell_um": 20.0,
  "synth-seq-cells": 144,
  "vias_per_cell": 5.54,
  "place_congestion": 0.815,
  "clock_path_buffers": 2,
  "top_area_cell": "dfrtp_1",
  "min_period_ns": 1.77,
  "drtIter0Drc": 233,
  "cp_cell_sequence": "clkdlybuf4s50_1, buf_4, and3b_1, a22o_1, o32a_1",
  "syn_area_mm2": 0.00650,
  "drc_errors": 0,
  "dp_cells": 672,
  "dp.final_hpwl_mm": 9.00,
  "portBuffers": 37,
  "clock_sinks": 144,
  "std_cell_rows": 41,
  "fmax_ghz": 0.566,
  "crit_slowest_cell": "clkdlybuf4s50_1",
  "critPathArrivalTime_ns": 2.05,
  "htreeDepth": 4,
  "detail-route-antenna-nets": 0
}
cell usage after synthesis (2+ instances only):
library cell and count:
a211oi_1 11, a21oi_1 4, a22o_1 7, a32o_1 4
buf_2 12, buf_4 4, buf_6 10, clkbuf_1 4
dfrtp_1 144, inv_1 12, mux2_2 98, mux2_4 29
mux2i_1 27, nand2_1 9, nand2b_4 3, nor2_1 6
nor2_2 2, nor2b_1 9, nor3b_1 7, o22a_1 3
o22ai_1 8, o32a_1 13, o32ai_1 9, or2_1 4
worst reg2reg max path: stages (launching register included):
cell,delay (ns)
dfrtp_1,0.37
nor3b_1,0.19
a211oi_1,0.09
o32a_1,0.35
per-stage QoR:
stage                util  hold WS [ns]  power, mW  setup WS [ns]
global placement    0.578         0.488       5.87         -0.390
floorplan               -         0.459       5.35         -0.365
global route        0.624         0.477       9.76         0.0112
detailed placement  0.578         0.481       5.91         -0.384
finish              0.624         0.424       9.31         0.0329
CTS                 0.624         0.450       9.39         0.0531
logic make-up after synthesis:
group                  after synthesis  synth area share
AND-OR/OR-AND                       60            0.0764
flip-flops                         144             0.554
multiplexers                       155             0.280
buffers and inverters               43            0.0410
AND/OR/NAND/NOR                     47            0.0479
placed cells by master, fill, tap and decap left out, types with 4 or more instances in the layout:
cell	synthesis	final
dfrtp_1	144	144
mux2_2	98	98
clkdlybuf4s50_1	0	36
buf_4	4	35
mux2_4	29	29
mux2i_1	27	27
clkbuf_16	0	17
o32a_1	13	13
inv_1	12	11
a211oi_1	11	11
buf_12	0	10
nand2_1	9	9
nor2b_1	9	9
o32ai_1	9	9
o22ai_1	8	8
a22o_1	7	7
nor3b_1	7	7
nor2_1	6	5
clkbuf_8	0	5
or2_1	4	4
a21oi_1	4	4
a32o_1	4	4
where the power goes:
part           leakage (nW)  internal [mW]  switching, mW
registers              1.73           3.95          0.347
clock network         0.285           2.20           1.25
logic                  1.52           1.01          0.547
total                  3.54           7.17           2.14
sequential cells by signal, indices dropped and copies added (netlist names):
signal,flops
memory,128
data_out,16
layer usage:
layer	track usage	wire, um
met1	0.390	6830
met2	0.346	6360
met3	0.0645	671
met4	0.0325	191
met5	0	0
worst paths after layout:
kind / start / end / slack, ns / cells past startpoint
worst max register to register: memory[2][5]$_DFFE_PP0P_ / data_out[5]$_DFF_PP0_ / 0.69 / 3
max in group asynchronous: reset / memory[4][4]$_DFFE_PP0P_ / 1.04 / 3
min in group clk0: memory[2][15]$_DFFE_PP0P_ / memory[2][15]$_DFFE_PP0P_ / 0.50 / 1
worst max-delay path: addr[2] / data_out[13]$_DFF_PP0_ / 0.03 / 5
worst min-delay path: reset / memory[3][13]$_DFFE_PP0P_ / 0.42 / 3
worst min register to register: memory[2][15]$_DFFE_PP0P_ / memory[2][15]$_DFFE_PP0P_ / 0.50 / 1
layout make-up:
type / instances / area, um2 / area share
Clock buffer: 25 / 505 / 0.0639
Clock inverter: 5 / 77.6 / 0.00981
Inverter: 12 / 48.8 / 0.00617
Multi-Input combinational cell: 262 / 2630 / 0.333
Sequential cell: 144 / 3600 / 0.456
Tap cell: 172 / 215 / 0.0272
Timing Repair Buffer: 82 / 828 / 0.105
what timing repair did:
action                                  4_1_cts  5_1_grt
endpoints found under the hold margin         0        0
endpoints found under the setup margin        0        1
buffers inserted                              0        0
resized                                       0        1
hold buffers                                  0        0
Power and IR drop assume default switching activity.
