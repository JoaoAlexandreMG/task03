File: design/flow/run.sh
#!/bin/bash
# OpenROAD 26Q1-2900-gdf79404cd8, Yosys 0.63+post, stock flow scripts
make -C /OpenROAD-flow-scripts/flow DESIGN_CONFIG=/design/flow/config.mk WORK_HOME=/design/flow/orfs finish
File: design/flow/config.mk
export PLATFORM = sky130hd
export DESIGN_NAME = ram512
export DESIGN_NICKNAME = ram512
export VERILOG_FILES = /design/flow/design.v
export SDC_FILE = /design/flow/constraint.sdc
export NUM_CORES = 4
export LEC_CHECK = 1
export CORE_UTILIZATION = 40
File: design/flow/constraint.sdc
current_design ram512

set clk_period 4.7
set clk_io_pct 0.2

create_clock -name clk0 -period $clk_period [get_ports {clk}]

set non_clock_inputs [all_inputs -no_clocks]
set_input_delay [expr $clk_period * $clk_io_pct] -clock clk0 $non_clock_inputs
set_output_delay [expr $clk_period * $clk_io_pct] -clock clk0 [all_outputs]
File: design/flow/design.v
module ram512 (
    input [8:0] addr,          
    input [15:0] data_in,      
    input we,                 
    input clk,               
    input reset,              
    output reg [15:0] data_out 
);
    reg [15:0] memory [0:511]; 
    integer i; 
    always @(posedge clk or posedge reset) begin
        if (reset) begin
            for (i = 0; i < 512; i = i + 1) begin
                memory[i] <= 16'b0;
            end
            data_out <= 16'b0; 
        end else begin
            if (we) begin
                memory[addr] <= data_in;
            end
            data_out <= memory[addr];
        end
    end
endmodule
==> out/metrics.cfg <==
[status]
status = aborted with a tool error
haltStage = global routing
error = [ERROR GRT-0116] Global routing finished with congestion. Check the congestion regions in the DRC Viewer.

[synthesis]
yosysMostFrequentCell = dfrtp_1
yosys_warnings = 2
yosys_most_used_dff = dfrtp_1
ys_seq_share_pct = 57.6
yosysTopAreaCell = dfrtp_1
synth_area_sq_mm = 0.356
synth.avg_cell_area_sq_um = 13.6
synthTopCellsByCount = 8208 x dfrtp_1, 8188 x mux2_2, 3132 x a22oi_1
synth-edff-count = 0
top_cell_area_share_pct = 57.6
synth_cells = 26300
synth_cell_types = 80
topCellsByArea = dfrtp_1 58%, mux2_2 26%, a22oi_1 6.6%
ys_chip_area_sq_mm = 0.356
ys_cells = 26300
async_reset_ff_share_pct = 100
ys.flops = 8208

[clock_tree]
clock_path_buffers = 5
cts_sinks = 8208
cts_made_buffers = 929
clockRootBuffer = clkbuf_16
cts_htree_levels = 6

[place]
place_congestion = 1.28
dp_hpwl_microns = 2430000
post-place-cells = 42300
portBuffers = 43
dp_slack_ps = -2720
placed_area_sq_mm = 0.438

[final_timing]
crit_endpoint = data_out[14]$_DFF_PP0_/D
worst-ep-kind = register input

[floorplanning]
die_x_microns = 946
row_count = 346
fp-utilization_pct = 40.1
die.size.y_microns = 946
num_io_pins = 44

[global_routing]
grt_start_max_net_pins = 140

## cell families after synthesis
group / Yosys count / synth area share, %
buf+inv: 2315 / 2.52
simple gates: 3275 / 4.75
mux: 8208 / 25.9
flops: 8208 / 57.6
compound gates: 4250 / 9.18
xor+xnor: 3 / 0.00737
## repair_timing
action / in CTS
resized: 194
cloned: 2
pin swaps: 25
setup buffers: 25
setup endpoints to repair: 16
endpoints found under the hold margin: 0
hold buffers: 0
